### ./design.v
`timescale 1ns / 1ps
module SPI_ADC_Read_Loop(
    input wire clk,
    input wire i_rst,
    input wire i_en1,  
    input wire i_en2,  
    input wire i_RDYB,     
    output reg o_SYNC,
    output reg [23:0] o_ADC_data,    
    output reg o_ADC_data_DV,    
    input wire i_o_Tx_Ready,
    input wire [2:0] i_o_Rx_Count,
    input wire i_o_Rx_Dv,
    input wire [7:0] i_o_Rx_Byte,
    output reg o_i_Rst_L,
    output reg [2:0] o_i_TX_Count,
    output reg [7:0] o_i_TX_Byte,
    output reg o_i_TX_Dv
);
    reg [31:0] send_data;
    reg [31:0] receive_data;
    reg [7:0] rx_byte;
    reg [2:0] spi_state = 0;
    reg [7:0] spi_init_state = 0;
    reg [7:0] spi_read_state = 127;
    reg [7:0] wait_counter = 0;
    reg init_ADC = 0;
    wire spi_clk;
    wire en1;
    assign spi_clk = clk;
    assign en1 = i_en1;
    reg adc_a = 0;
    reg adc_b = 0;
    always @(posedge spi_clk or posedge i_rst) begin
        if (i_rst) begin 
            adc_a <= 0;
        end else begin
            adc_a <= i_RDYB;
            adc_b <= adc_a;
        end
    end
    always @(posedge spi_clk or posedge i_rst) begin
        if(i_rst) begin
            init_ADC <= 0;
            spi_init_state <= 0;
            spi_read_state <= 127;
            o_SYNC <= 0;
            o_ADC_data <= 0;
            o_ADC_data_DV <= 0;
            o_i_Rst_L <= 1;
            o_i_TX_Count <= 0;
            o_i_TX_Byte <= 0;
            o_i_TX_Dv <= 0;
        end else begin
            if(en1) begin
                init_ADC <= 1;
            end
            if (adc_b > adc_a & spi_read_state > 20) begin  
                spi_read_state <= 0;  
            end
            if(init_ADC) begin
                case (spi_init_state)
                    0: begin
                        o_ADC_data_DV <= 0;
                        o_i_Rst_L <= 0;
                        spi_init_state <= spi_init_state + 1;
                    end
                    1: begin
                        o_i_Rst_L <= 1;
                        spi_init_state <= spi_init_state + 1;
                    end
                    2: begin
                        o_i_TX_Count <= 2;
                        spi_init_state <= spi_init_state + 1;
                    end
                    3: begin
                        o_i_TX_Byte <= 8'hD0;
                        spi_init_state <= spi_init_state + 1;
                    end
                    4: begin
                        o_i_TX_Dv <= 1;
                        spi_init_state <= spi_init_state + 1;
                    end
                    5: begin
                        o_i_TX_Dv <= 0;
                        spi_init_state <= spi_init_state + 1;
                    end
                    6: begin
                        if (i_o_Tx_Ready) begin
                            rx_byte <= i_o_Rx_Byte;
                            spi_init_state <= spi_init_state + 1;
                        end
                    end
                    7: begin
                        o_i_TX_Byte <= 8'h03;
                        spi_init_state <= spi_init_state + 1;
                    end
                    8: begin
                        o_i_TX_Dv <= 1;
                        spi_init_state <= spi_init_state + 1;
                    end
                    9: begin
                        o_i_TX_Dv <= 0;
                        spi_init_state <= spi_init_state + 1;
                    end
                    10: begin
                        if (i_o_Tx_Ready) begin
                            rx_byte <= i_o_Rx_Byte;
                            spi_init_state <= spi_init_state + 1;
                        end
                    end
                    11: begin
                        o_i_Rst_L <= 0;
                        spi_init_state <= spi_init_state + 1;
                    end
                    12: begin
                        o_i_Rst_L <= 1;
                        spi_init_state <= spi_init_state + 1;
                    end
                    13: begin
                        o_i_TX_Byte <= 8'hC2;
                        spi_init_state <= spi_init_state + 1;
                    end
                    14: begin
                        o_i_TX_Dv <= 1;
                        spi_init_state <= spi_init_state + 1;
                    end
                    15: begin
                        o_i_TX_Dv <= 0;
                        spi_init_state <= spi_init_state + 1;
                    end
                    16: begin
                        if (i_o_Tx_Ready) begin
                            rx_byte <= i_o_Rx_Byte;
                            spi_init_state <= spi_init_state + 1;
                        end
                    end
                    17: begin
                        o_i_TX_Byte <= 8'h0C;
                        spi_init_state <= spi_init_state + 1;
                    end
                    18: begin
                        o_i_TX_Dv <= 1;
                        spi_init_state <= spi_init_state + 1;
                    end
                    19: begin
                        o_i_TX_Dv <= 0;
                        spi_init_state <= spi_init_state + 1;
                    end
                    20: begin
                        if (i_o_Tx_Ready) begin
                            rx_byte <= i_o_Rx_Byte;
                            spi_init_state <= spi_init_state + 1;
                        end
                    end
                    21: begin
                        o_i_Rst_L <= 0;
                        spi_init_state <= spi_init_state + 1;
                    end
                    22: begin
                        o_i_Rst_L <= 1;
                        spi_init_state <= spi_init_state + 1;
                    end
                    23: begin
                        o_i_TX_Byte <= 8'hC4;
                        spi_init_state <= spi_init_state + 1;
                    end
                    24: begin
                        o_i_TX_Dv <= 1;
                        spi_init_state <= spi_init_state + 1;
                    end
                    25: begin
                        o_i_TX_Dv <= 0;
                        spi_init_state <= spi_init_state + 1;
                    end
                    26: begin
                        if (i_o_Tx_Ready) begin
                            rx_byte <= i_o_Rx_Byte;
                            spi_init_state <= spi_init_state + 1;
                        end
                    end
                    27: begin
                        o_i_TX_Byte <= 8'hA0;
                        spi_init_state <= spi_init_state + 1;
                    end
                    28: begin
                        o_i_TX_Dv <= 1;
                        spi_init_state <= spi_init_state + 1;
                    end
                    29: begin
                        o_i_TX_Dv <= 0;
                        spi_init_state <= spi_init_state + 1;
                    end
                    30: begin
                        if (i_o_Tx_Ready) begin
                            rx_byte <= i_o_Rx_Byte;
                            spi_init_state <= spi_init_state + 1;
                        end
                    end
                    31: begin
                        o_i_Rst_L <= 0;
                        spi_init_state <= spi_init_state + 1;
                    end
                    32: begin
                        o_i_Rst_L <= 1;
                        spi_init_state <= spi_init_state + 1;
                    end
                    33: begin
                        o_i_TX_Byte <= 8'hC2;
                        spi_init_state <= spi_init_state + 1;
                    end
                    34: begin
                        o_i_TX_Dv <= 1;
                        spi_init_state <= spi_init_state + 1;
                    end
                    35: begin
                        o_i_TX_Dv <= 0;
                        spi_init_state <= spi_init_state + 1;
                    end
                    36: begin
                        if (i_o_Tx_Ready) begin
                            rx_byte <= i_o_Rx_Byte;
                            spi_init_state <= spi_init_state + 1;
                        end
                    end
                    37: begin
                        o_i_TX_Byte <= 8'h2C;
                        spi_init_state <= spi_init_state + 1;
                    end
                    38: begin
                        o_i_TX_Dv <= 1;
                        spi_init_state <= spi_init_state + 1;
                    end
                    39: begin
                        o_i_TX_Dv <= 0;
                        spi_init_state <= spi_init_state + 1;
                    end
                    40: begin
                        if (i_o_Tx_Ready) begin
                            rx_byte <= i_o_Rx_Byte;
                            spi_init_state <= spi_init_state + 1;
                        end
                    end
                    41: begin
                        o_i_Rst_L <= 0;
                        spi_init_state <= spi_init_state + 1;
                    end
                    42: begin
                        o_i_Rst_L <= 1;
                        spi_init_state <= spi_init_state + 1;
                    end
                    43: begin
                        o_i_TX_Byte <= 8'hC6;
                        spi_init_state <= spi_init_state + 1;
                    end
                    44: begin
                        o_i_TX_Dv <= 1;
                        spi_init_state <= spi_init_state + 1;
                    end
                    45: begin
                        o_i_TX_Dv <= 0;
                        spi_init_state <= spi_init_state + 1;
                    end
                    46: begin
                        if (i_o_Tx_Ready) begin
                            rx_byte <= i_o_Rx_Byte;
                            spi_init_state <= spi_init_state + 1;
                        end
                    end
                    47: begin
                        o_i_TX_Byte <= 8'h3C;
                        spi_init_state <= spi_init_state + 1;
                    end
                    48: begin
                        o_i_TX_Dv <= 1;
                        spi_init_state <= spi_init_state + 1;
                    end
                    49: begin
                        o_i_TX_Dv <= 0;
                        spi_init_state <= spi_init_state + 1;
                    end
                    50: begin
                        if (i_o_Tx_Ready) begin
                            rx_byte <= i_o_Rx_Byte;
                            spi_init_state <= spi_init_state + 1;
                        end
                    end
                    51: begin
                        o_i_Rst_L <= 0;
                        spi_init_state <= spi_init_state + 1;
                    end
                    52: begin
                        o_i_Rst_L <= 1;
                        spi_init_state <= spi_init_state + 1;
                    end
                    53: begin
                        o_i_TX_Byte <= 8'hC8;
                        spi_init_state <= spi_init_state + 1;
                    end
                    54: begin
                        o_i_TX_Dv <= 1;
                        spi_init_state <= spi_init_state + 1;
                    end
                    55: begin
                        o_i_TX_Dv <= 0;
                        spi_init_state <= spi_init_state + 1;
                    end
                    56: begin
                        if (i_o_Tx_Ready) begin
                            rx_byte <= i_o_Rx_Byte;
                            spi_init_state <= spi_init_state + 1;
                        end
                    end
                    57: begin
                        o_i_TX_Byte <= 8'h00;
                        spi_init_state <= spi_init_state + 1;
                    end
                    58: begin
                        o_i_TX_Dv <= 1;
                        spi_init_state <= spi_init_state + 1;
                    end
                    59: begin
                        o_i_TX_Dv <= 0;
                        spi_init_state <= spi_init_state + 1;
                    end
                    60: begin
                        if (i_o_Tx_Ready) begin
                            rx_byte <= i_o_Rx_Byte;
                            spi_init_state <= spi_init_state + 1;
                        end
                    end
                    61: begin
                        o_i_Rst_L <= 0;
                        spi_init_state <= spi_init_state + 1;
                    end
                    62: begin
                        o_i_Rst_L <= 1;
                        spi_init_state <= spi_init_state + 1;
                    end
                    63: begin
                        o_i_TX_Count <= 1;
                        spi_init_state <= spi_init_state + 1;
                    end
                    64: begin
                        o_i_TX_Byte <= 8'h8F;
                        spi_init_state <= spi_init_state + 1;
                    end
                    65: begin
                        o_i_TX_Dv <= 1;
                        spi_init_state <= spi_init_state + 1;
                    end
                    66: begin
                        o_i_TX_Dv <= 0;
                        spi_init_state <= spi_init_state + 1;
                    end
                    67: begin
                        if (i_o_Tx_Ready) begin
                            rx_byte <= i_o_Rx_Byte;
                            spi_init_state <= spi_init_state + 1;
                        end
                    end
                    68: begin
                        o_i_Rst_L <= 0;
                        spi_init_state <= spi_init_state + 1;
                    end
                    69: begin
                        o_i_Rst_L <= 1;
                        spi_init_state <= spi_init_state + 1;
                    end
                    70: begin
                        o_i_TX_Byte <= 8'hBF;
                        spi_init_state <= spi_init_state + 1;
                    end
                    71: begin
                        o_i_TX_Dv <= 1;
                        spi_init_state <= spi_init_state + 1;
                    end
                    72: begin
                        o_i_TX_Dv <= 0;
                        spi_init_state <= spi_init_state + 1;
                    end
                    73: begin
                        if (i_o_Tx_Ready) begin
                            rx_byte <= i_o_Rx_Byte;
                            spi_init_state <= spi_init_state + 1;
                        end
                    end
                    74: begin
                        init_ADC <= 0;
                        spi_init_state <= 0;
                    end
                endcase
            end else if (i_en2) begin
                case (spi_read_state)
                    0: begin
                        o_ADC_data_DV <= 0;
                        o_i_Rst_L <= 0;
                        spi_read_state <= spi_read_state + 1;
                    end
                    1: begin
                        o_i_Rst_L <= 1;
                        spi_read_state <= spi_read_state + 1;
                    end
                    2: begin
                        o_i_TX_Count <= 4;
                        spi_read_state <= spi_read_state + 1;
                    end
                    3: begin
                        o_i_TX_Byte <= 8'hDD;
                        spi_read_state <= spi_read_state + 1;
                    end
                    4: begin
                        o_i_TX_Dv <= 1;
                        spi_read_state <= spi_read_state + 1;
                    end
                    5: begin
                        o_i_TX_Dv <= 0;
                        if (i_o_Tx_Ready) begin
                            rx_byte <= i_o_Rx_Byte;
                            spi_read_state <= spi_read_state + 1;
                        end
                    end
                    6: begin
                        spi_read_state <= spi_read_state + 1;
                    end
                    7: begin
                        o_i_TX_Byte <= 8'h00;
                        spi_read_state <= spi_read_state + 1;
                    end
                    8: begin
                        o_i_TX_Dv <= 1;
                        spi_read_state <= spi_read_state + 1;
                    end
                    9: begin
                        o_i_TX_Dv <= 0;
                        if (i_o_Tx_Ready) begin
                            rx_byte <= i_o_Rx_Byte;
                            o_ADC_data = o_ADC_data << 8;
                            spi_read_state <= spi_read_state + 1;
                        end
                    end
                    10: begin
                        o_ADC_data = o_ADC_data | ((rx_byte) & 24'h0000FF);
                        spi_read_state <= spi_read_state + 1;
                    end
                    11: begin
                        o_i_TX_Byte <= 8'h00;
                        spi_read_state <= spi_read_state + 1;
                    end
                    12: begin
                        o_i_TX_Dv <= 1;
                        spi_read_state <= spi_read_state + 1;
                    end
                    13: begin
                        o_i_TX_Dv <= 0;
                        if (i_o_Tx_Ready) begin
                            rx_byte <= i_o_Rx_Byte;
                            o_ADC_data = o_ADC_data << 8;
                            spi_read_state <= spi_read_state + 1;
                        end
                    end
                    14: begin
                        o_ADC_data = o_ADC_data | ((rx_byte) & 24'h0000FF);
                        spi_read_state <= spi_read_state + 1;
                    end
                    15: begin
                        o_i_TX_Byte <= 8'h00;
                        spi_read_state <= spi_read_state + 1;
                    end
                    16: begin
                        o_i_TX_Dv <= 1;
                        spi_read_state <= spi_read_state + 1;
                    end
                    17: begin
                        o_i_TX_Dv <= 0;
                        if (i_o_Tx_Ready) begin
                            rx_byte <= i_o_Rx_Byte;
                            o_ADC_data = o_ADC_data << 8;
                            spi_read_state <= spi_read_state + 1;
                        end
                    end
                    18: begin
                        o_ADC_data = o_ADC_data | ((rx_byte) & 24'h0000FF);
                        spi_read_state <= spi_read_state + 1;
                    end
                    19: begin
                        o_ADC_data_DV <= 1;
                        spi_read_state <= spi_read_state + 1;
                    end
                    20: begin
                        o_ADC_data_DV <= 0;
                        spi_read_state <= spi_read_state + 1;
                    end
                    21: begin
                    end
                    default: begin
                    end
                endcase
            end
        end
    end
endmodule
### ./run.sh
#!/bin/bash
# OpenROAD 26Q1-2900-gdf79404cd8, Yosys 0.63+post, stock flow scripts
make -C /OpenROAD-flow-scripts/flow DESIGN_CONFIG=/design/flow/config.mk WORK_HOME=/design/flow/orfs finish
### ./config.mk
export PLATFORM = sky130hd
export DESIGN_NAME = SPI_ADC_Read_Loop
export DESIGN_NICKNAME = SPI_ADC_Read_Loop
export VERILOG_FILES = /design/flow/design.v
export SDC_FILE = /design/flow/constraint.sdc
export NUM_CORES = 4
export LEC_CHECK = 1
export CORE_UTILIZATION = 40
### ./constraint.sdc
current_design SPI_ADC_Read_Loop

set clk_period 6.4
set clk_io_pct 0.2

create_clock -name clk0 -period $clk_period [get_ports {clk}]

set non_clock_inputs [all_inputs -no_clocks]
set_input_delay [expr $clk_period * $clk_io_pct] -clock clk0 $non_clock_inputs
set_output_delay [expr $clk_period * $clk_io_pct] -clock clk0 [all_outputs]
==> out/qor.yml <==
syn_to_final_growth_pct: 19.96
syn-cell-area_um2: 3969
htree_levels: 3
run_status: "complete, no violations"
critPathLaunchType: "input pin"
synth_top_flop_cell: "dfrtp_1"
cp_max_fo: 24
edf_count: 9
power_mw: 2.070
worstPathBufferInverterCount: 2
yosysWarnings: 1
place_congestion: 0.9648
flop_area_um2: 1682
pin_count: 57
period_needed_ps: 3567
fin_ws_ps: 2833
yosysTopAreaCell: "dfrtp_1"
fin_cells: 567
cp_cell_sequence: "clkdlybuf4s50_1, nor2b_1, nand2_1, a2111oi_4, nor2b_2, buf_4, mux2_2"
top_cells_by_count: "dfrtp_1, nor2_1, a21oi_1"
netlist_instances: 396
final_area_um2: 4761
ys_cells: 396
setup_violations: 0
worstSetupPathType: "in2reg"
wl_per_cell_um: 16.61
fillers: 851
cpLargestDelayFamily: "buffers and inverters"
drt_wl_total_um: 9418
dp_hpwl_um: 6536
dr.pass1.iters: 4
coreArea_um2: 9415
fp_util_pct: 42.15
cpPeakStageDelay_ps: 630
grt_max_degree: 39
grtUsageTotal_pct: 20.26
post_cts_buffers: 0
post_drt_via_cell_ratio: 5.593
dp_slack_ps: 2489
leakage_nw: 1.954
antenna_cells: 0
clockBufferDepth: 2
dpl_cell_area_um2: 4526
insertion_delay_ps: 340
port_buffers: 51
post-route-util_pct: 50.56
p_per_area_nw_per_um2: 434.7
cpMaxStageDelayCell: "a2111oi_4"
end_kind: "register"
postRouteAntennaNets: 0
required_ps: 6620
period_used_pct: 55.74
logic_area_um2: 2071
final-max-slew-violation-count: 0
fin_setup_tns_ps: 0
drive_gt1_share_pct: 16.67
ys_ff: 65
cts-buffers-inserted: 9
maxSlewHeadroom_pct: 46.62
async_flop_share_pct: 86.15
cts_resized: 0
dr_total_vias: 3171
fmax_mhz: 280.3
ys_chip_area_um2: 3969
grt_antenna_before_repair: 0
grt_pass1_vias: 3044
hold_ws_ps: 440.3
dp_cells: 551
die_y_um: 101.6
overflow: 0
synthDominantCellAreaShare_pct: 30.26
rsz0062_at_grt: "no"
drv_cap: 0
topCellsByArea: "dfrtp_1, edfxtp_1, dfstp_2"
die_x_um: 101.6
drc_errors: 0
finalClockSkew_ps: 13.38
clockRootBuffer: "clkbuf_8"
cts_tree: "built"
clk_pin_slew_ps: 70
dieArea_um2: 10320
grt_first_pass_wirelength_um: 15960
top_cell: "dfrtp_1"
initialDrtViolationCount: 148
cts.sinks: 65
max_slew.worst_pin.slew_ps: 792.3
avgSynthCellArea_um2: 10.02
ys_seq_share_pct: 42.37
hold_path_class: "reg2reg"
warnings: 36
arrival_ps: 3790
yosys.cell_types.count: 76
peakVddDrop_mv: 0.1770
ctsHoldBuffers: 0
rows: 35
hold_viol: 0
path summary, 6_finish.rpt:
path | startpoint | endpoint | slack, ps | cells after the start
min reg2reg | adc_a$_DFF_PP0_ | adc_b$_DFFE_PN_ | 440 | 0
min | adc_a$_DFF_PP0_ | adc_b$_DFFE_PN_ | 440 | 0
max in group asynchronous | i_rst | o_i_Rst_L$_DFFE_PP1P_ | 4230 | 3
max | i_en2 | o_ADC_data[22]$_DFFE_PP0P_ | 2830 | 7
min in group asynchronous | i_rst | spi_read_state[7]$_DFF_PP0_ | 1320 | 2
max reg2reg | spi_init_state[1]$_DFFE_PP0P_ | spi_init_state[0]$_DFFE_PP0P_ | 3200 | 9
cell families (layout without fill, tap and decap cells):
| kind of cell | after synthesis | in the layout | share of synthesized area [%] |
|---|---|---|---|
| xor gates and xnor gates | 7 | 7 | 1.734 |
| AOI/OAI and AO/OA | 109 | 109 | 20.24 |
| and+or+nand+nor | 133 | 133 | 19.67 |
| buffers and inverters | 45 | 87 | 5.517 |
| adders and majority gates | 9 | 9 | 2.837 |
| DFF | 65 | 65 | 42.37 |
| muxes | 27 | 27 | 7.535 |
| other | 1 | 1 | 0.09449 |
state kept, by name, indices dropped and copies added (netlist names):
| signal | count |
|---|---|
| o_ADC_data | 24 |
| o_i_TX_Byte | 8 |
| rx_byte | 8 |
| spi_init_state | 8 |
| spi_read_state | 8 |
| o_i_TX_Count | 3 |
| adc_a | 1 |
| adc_b | 1 |
| init_ADC | 1 |
| o_ADC_data_DV | 1 |
| o_i_Rst_L | 1 |
| o_i_TX_Dv | 1 |
layer usage:
| metal | GRT usage, % | vias up | routed length (um) |
|---|---|---|---|
| li1 | - | 1537 | - |
| met5 | 0 | - | 0 |
| met3 | 3.011 | 10 | 464 |
| met4 | 2.787 | 0 | 125 |
| met2 | 29.57 | 86 | 4296 |
| met1 | 33.83 | 1538 | 4531 |
worst reg2reg max path, cell delays in order, from the launching register on:
cell,delay [ps]
dfrtp_1,440
inv_1,110
ha_1,370
mux2i_1,370
nor2_1,80
o41ai_1,630
o211ai_1,250
nor4_4,380
nor2_2,150
mux2_4,310
area by class of cell:
class,count,share of cell area [%]
clock buffer,10,2.681
clock inverter,6,2.260
inverter,13,1.025
multi-input combinational,286,43.50
sequential,65,35.32
tap,129,3.390
timing repair buffer,58,11.83
layout by cell type, fill, tap and decap left out, types with 4 or more instances in the layout:
master           count
a21o_1               4
a21oi_1             27
a2bb2oi_1           10
a31oi_1              4
and2_1               6
and3_1               5
buf_4                7
clkbuf_8             9
clkdlybuf4s50_1     51
dfrtp_1             48
dfstp_2              8
edfxtp_1             9
ha_1                 9
inv_1               12
mux2_2              18
mux2i_1              7
nand2_1             22
nand2b_1             7
nand3_1              6
nand3b_1             6
nor2_1              32
nor2b_1              5
nor3_1               9
nor4_1               5
o21a_1               4
o21ai_0             15
o221ai_1             4
xor2_1               4
report_power, final:
part           internal, mW  switching [mW]
Clock                 0.258           0.157
Sequential            0.509           0.126
Combinational         0.462           0.559
